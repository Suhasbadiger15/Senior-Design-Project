===== flow/config.mk =====
export PLATFORM = sky130hd
export DESIGN_NAME = cnn_accelerator
export DESIGN_NICKNAME = cnn_accelerator
export VERILOG_FILES = /design/flow/design.v
export SDC_FILE = /design/flow/constraint.sdc
export NUM_CORES = 4
export LEC_CHECK = 1
export CORE_UTILIZATION = 30

===== flow/constraint.sdc =====
current_design cnn_accelerator

set clk_period 12.3
set clk_io_pct 0.2

create_clock -name clk0 -period $clk_period [get_ports {clk}]

set non_clock_inputs [all_inputs -no_clocks]
set_input_delay [expr $clk_period * $clk_io_pct] -clock clk0 $non_clock_inputs
set_output_delay [expr $clk_period * $clk_io_pct] -clock clk0 [all_outputs]

===== flow/design.v =====
`timescale 1ns / 1ps
module cnn_accelerator #(
    parameter N = 16,
    parameter Q = 4,
    parameter IMG_N = 6,
    parameter K = 3,
    parameter P = 2
)(
    input clk,
    input rst,
    input en,
    input [N-1:0] pixel_in,
    input signed [N-1:0] k00, k01, k02,
    input signed [N-1:0] k10, k11, k12,
    input signed [N-1:0] k20, k21, k22,
    output [N-1:0] pooled_out,
    output valid_out
);
    wire [N-1:0] conv_out;
    wire conv_valid;
    conv #(.N(N), .IMG_N(IMG_N), .K(K)) conv_inst (
        .clk(clk),
        .rst(rst),
        .en(en),
        .pixel_in(pixel_in),
        .k00(k00), .k01(k01), .k02(k02),
        .k10(k10), .k11(k11), .k12(k12),
        .k20(k20), .k21(k21), .k22(k22),
        .conv_out(conv_out),
        .out_valid(conv_valid)
    );
    wire signed [N-1:0] quant_out;
    quantizer #(.N(N), .Q(Q)) quant_inst (
        .din(conv_out),
        .dout(quant_out)
    );
    wire [N-1:0] relu_out;
    relu #(.N(N)) relu_inst (
        .din_relu(quant_out),
        .dout_relu(relu_out)
    );
    pooler #(.N(N), .m(IMG_N-K+1), .p(P)) pool_inst (
        .clk(clk),
        .rst(rst),
        .en(conv_valid),
        .data_in(relu_out),
        .pool_out(pooled_out),
        .done(valid_out)
    );
endmodule
`timescale 1ns / 1ps
module conv #(
    parameter N = 16,
    parameter IMG_N = 6,
    parameter K = 3
)(
    input clk,
    input rst,
    input en,
    input signed [N-1:0] pixel_in,
    input signed [N-1:0] k00, k01, k02,
    input signed [N-1:0] k10, k11, k12,
    input signed [N-1:0] k20, k21, k22,
    output reg signed [N-1:0] conv_out,
    output reg out_valid
);
    reg signed [N-1:0] line0 [0:IMG_N-1];
    reg signed [N-1:0] line1 [0:IMG_N-1];
    reg signed [N-1:0] w00,w01,w02,w10,w11,w12,w20,w21,w22;
    integer i;
    reg [15:0] col, row;
    reg window_ready;
    wire signed [2*N-1:0] sum =
          w00*k00 + w01*k01 + w02*k02 +
          w10*k10 + w11*k11 + w12*k12 +
          w20*k20 + w21*k21 + w22*k22;
    always @(posedge clk or posedge rst) begin
        if (rst) begin
            for (i=0;i<IMG_N;i=i+1) begin
                line0[i] <= 0;
                line1[i] <= 0;
            end
            {w00,w01,w02,w10,w11,w12,w20,w21,w22} <= 0;
            conv_out <= 0;
            out_valid <= 0;
            col <= 0;
            row <= 0;
            window_ready <= 0;
        end else if (en) begin
            w00 <= w01; w01 <= w02; w02 <= line0[col];
            w10 <= w11; w11 <= w12; w12 <= line1[col];
            w20 <= w21; w21 <= w22; w22 <= pixel_in;
            line0[col] <= line1[col];
            line1[col] <= pixel_in;
            if (col == IMG_N-1) begin
                col <= 0;
                if (row != IMG_N-1)
                    row <= row + 1;
            end else begin
                col <= col + 1;
            end
            if (row >= 2 && col >= 2)
                window_ready <= 1;
            else
                window_ready <= 0;
            if (window_ready) begin
                conv_out <= sum[N-1:0];
                out_valid <= 1;
            end else begin
                out_valid <= 0;
                conv_out <= 0;
            end
        end else begin
            out_valid <= 0;
        end
    end
endmodule
`timescale 1ns / 1ps
module pooler #(
    parameter N = 16,    
    parameter m = 4,     
    parameter p = 2      
)(
    input clk,
    input rst,
    input en,
    input [N-1:0] data_in,
    output reg [N-1:0] pool_out,
    output reg valid_out,
    output reg done
);
    localparam TOTAL_INPUTS = m * m;
    localparam OUT_SIZE = (m / p) * (m / p);
    reg [N-1:0] matrix [0:TOTAL_INPUTS-1];
    reg [7:0] in_cnt;
    reg [7:0] out_cnt;
    reg [7:0] row;
    reg [7:0] col;
    reg [N-1:0] a, b, c, d;
    reg [N-1:0] max1, max2, final_max;
    integer idx;
    always @(posedge clk or posedge rst) begin
        if (rst) begin
            in_cnt <= 0;
            out_cnt <= 0;
            pool_out <= 0;
            valid_out <= 0;
            done <= 0;
            row <= 0;
            col <= 0;
        end 
        else if (en) begin
            if (in_cnt < TOTAL_INPUTS) begin
                matrix[in_cnt] <= data_in;
                in_cnt <= in_cnt + 1;
                valid_out <= 0;
                done <= 0;
            end 
            else if (out_cnt < OUT_SIZE) begin
                idx = row * m + col;
                a = matrix[idx];
                b = matrix[idx + 1];
                c = matrix[idx + m];
                d = matrix[idx + m + 1];
                max1 = (a > b) ? a : b;
                max2 = (c > d) ? c : d;
                final_max = (max1 > max2) ? max1 : max2;
                pool_out <= final_max;
                valid_out <= 1;
                out_cnt <= out_cnt + 1;
                col = col + p;
                if (col >= m) begin
                    col <= 0;
                    row <= row + p;
                end
                if (out_cnt == OUT_SIZE - 1) begin
                    done <= 1;
                end
            end 
            else begin
                valid_out <= 0;
            end
        end 
        else begin
            valid_out <= 0;
        end
    end
endmodule
`timescale 1ns / 1ps
module quantizer #(
    parameter N = 16,    
    parameter Q = 4      
)(
    input  wire signed [N-1:0] din,
    output reg  signed [N-1:0] dout
);
    localparam W = N + 1;
    wire signed [W-1:0] rounded;
    wire signed [W-1:0] round_off = (din >= 0) ? ( ({{(W-(Q)){1'b0}}, 1'b1} << (Q-1)) ) : - ( ({{(W-(Q)){1'b0}}, 1'b1} << (Q-1)) );
    assign rounded = $signed({din[N-1], din}) + round_off;  
    always @(*) begin
        dout = rounded >>> Q;
        if (dout > $signed((1 <<< (N-1)) - 1))
            dout = $signed((1 <<< (N-1)) - 1);
        else if (dout < $signed(-(1 <<< (N-1))))
            dout = $signed(-(1 <<< (N-1)));
    end
endmodule
`timescale 1ns / 1ps
module relu #(
    parameter N = 14     
)(
    input  [N-1:0] din_relu,      
    output [N-1:0] dout_relu      
);
    assign dout_relu = din_relu[N-1] ? {N{1'b0}} : din_relu;
endmodule

===== flow/run.sh =====
#!/bin/bash
# OpenROAD 26Q1-2900-gdf79404cd8, Yosys 0.63+post, stock flow scripts
make -C /OpenROAD-flow-scripts/flow DESIGN_CONFIG=/design/flow/config.mk WORK_HOME=/design/flow/orfs finish

==> flow_metrics.py <==
# Synthesis and PnR figures
metrics = {
    "outcome": {
        "status": "complete, no violations",
    },
    "grt": {
        "grt-ovfl-total": 0,
        "antenna_found_initial": 25,
        "grt_pass1_wl_mm": 317,
        "grt_max_degree": 133,
        "grt_pass1_vias": 48400,
        "grt_use_total_pct": 20.3,
    },
    "floorplan": {
        "io_pins": 180,
        "fp.dieArea_um2": 220000,
        "fp_util_pct": 30.2,
        "std_cell_rows": 171,
        "fp.coreArea_um2": 217000,
        "die_y_um": 469,
        "die_w_um": 469,
    },
    "setup_path": {
        "reg2reg_depth": 30,
        "cp-end-kind": "flip-flop",
        "rrSetupSlack_ns": 3.20,
        "critPathMaxStageDelay_ns": 0.77,
        "arrival_ns": 11.72,
        "cp.required_ns": 12.82,
        "critPathMaxFanout": 12,
        "reg2reg_from": "conv_inst.w12[10]$_DFFE_PP0P_",
        "startpoint": "k12[4]",
        "path_class": "in -> reg",
        "critical_path.endpoint": "conv_inst.conv_out[15]$_DFFE_PP0P_",
        "cp-start-kind": "input pin",
        "r2r_end": "conv_inst.conv_out[15]$_DFFE_PP0P_",
        "cp_slowest_cell": "clkdlybuf4s50_1",
        "crit_top_cell": "fa_1",
    },
    "synthesis": {
        "top_area_cell": "fa_1",
        "synth.cell_area_um2": 65500,
        "synth-edff-count": 208,
        "synth_top_cell_by_count": "inv_1",
        "flop_cell": "dfrtp_1",
        "area_leaders": "fa_1, dfrtp_1, ha_1",
        "ys.flops": 632,
        "synthArstFlopShare_pct": 67.1,
        "synthCells": 6417,
        "syn_area_per_cell_um2": 10.2,
        "ys_top_cells_by_count": "inv_1, fa_1, nand2_1",
        "yosysTopAreaCellShare_pct": 27.8,
        "yosys-stat-area_um2": 65500,
        "ys_seq_share_pct": 25.7,
        "yosys_warnings": 6,
        "ys_cells": 6417,
        "ys_types": 63,
    },
    "final_timing": {
        "finalSetupTns_ns": 0,
        "clock_skew_ns": 0.0858,
        "setup_viol": 0,
        "fmax_mhz": 89.4,
        "min_period_ns": 11.19,
        "slew_viol_final": 0,
        "worst_slew_pin_slew_ns": 0.984,
        "slew_headroom_pct": 32.5,
        "timing.final.crit_share_pct": 91.0,
        "final-hold-violation-count": 0,
        "rsz0062_at_grt": "false",
    },
    "place": {
        "placed_area_um2": 70800,
        "portBuffers": 178,
        "dp.final_hpwl_mm": 167,
        "place_congestion": 1.03,
    },
    "drt": {
        "postRouteAntennaNets": 0,
        "viasPerCell": 4.78,
        "routed-via-count": 45000,
        "wl_per_cell_um": 22.2,
        "drt_iter0_drc": 2827,
        "drc": 0,
        "dr.pass1.iters": 8,
        "routed_wl_mm": 209,
    },
    "clocking": {
        "ctsHtreeMaxLevel": 3,
        "numCtsBuffers": 76,
        "cts_sinks": 632,
        "postCtsResizedCells": 0,
        "cts_tree": "done",
        "insertion_delay_ns": 0.71,
        "root_buffer": "clkbuf_16",
        "clock_path_buffers": 3,
        "clk_pin_slew_ns": 0.05,
        "post_cts_buffers": 0,
        "cts_hold_buf": 0,
    },
    "worst_hold_path": {
        "min_path_cells": 0,
        "min_path_type": "reg -> reg",
    },
    "finish": {
        "final-seq-area_um2": 16900,
        "top_register": "pool_inst.matrix",
        "drive_above_1_share_pct": 7.65,
        "fill_cells": 21500,
        "largest_reg_flops": 208,
        "reg_top3": "pool_inst.matrix: 208 flops, conv_inst.line0: 96 flops, conv_inst.line1: 96 flops",
        "syn2layout_area_growth_pct": 11.9,
        "final-comb-area_um2": 43100,
        "post-route-cell-area_um2": 73300,
        "finish.utilization_pct": 33.8,
    },
    "job": {
        "warning_count": 45,
        "drv_cap": 0,
    },
}
-- final cells by class --
cell class                      instances  share of cell area, %
Multi-Input combinational cell       4293                   58.8
Sequential cell                       632                   23.0
Inverter                             1193                   6.11
Tap cell                             2854                   4.87
Timing Repair Buffer                  309                   3.83
Clock buffer                          100                   2.80
Clock inverter                         34                  0.592
Antenna cell                            9                 0.0307
-- cells in the final DEF, fill, tap and decap left out, types with 56 or more instances in the layout --
master              n
xnor2_1           290
dfrtp_1           423
a21oi_1            83
fa_1              911
nor2_1             93
a22oi_1            95
mux2i_1            56
ha_1              497
xor2_1             56
inv_1            1192
and2_1            655
edfxtp_1          208
clkdlybuf4s50_1   177
clkbuf_16          77
buf_4             128
nand2_1           772
o21ai_0           170
mux2_2            231
-- how the worst min path moves through the flow --
stage / start / end
4_1_cts: pool_inst.out_cnt[7]$_DFFE_PP0P_ / pool_inst.out_cnt[7]$_DFFE_PP0P_
5_1_grt: pool_inst.out_cnt[6]$_DFFE_PP0P_ / pool_inst.out_cnt[6]$_DFFE_PP0P_
6_report: pool_inst.out_cnt[7]$_DFFE_PP0P_ / pool_inst.out_cnt[7]$_DFFE_PP0P_
-- through the flow --
step	hold WS [ns]	cells	setup WS, ns
2_1_floorplan	0.422	6433	1.84
3_3_place_gp	0.362	9281	0.413
3_5_place_dp	0.362	9281	0.457
4_1_cts	0.374	9415	1.13
5_1_grt	0.380	9420	0.736
6_report	0.369	9424	1.11
-- critical path: cells and delay by family --
family          cells  cell delay, ns
compound gates      1            0.07
fa+ha+maj          12            5.95
simple gates        2            0.56
buf+inv             8            1.31
xor+xnor            8            1.36
-- metal layers --
metal  routed length [um]  GRT usage (%)  vias up  share of wire [%]
li1                     -              -    20300                  -
met1                88400           28.5    22800                 42
met2                91600           29.4     1619                 44
met3                24300           9.53      253                 12
met4                 5050           4.22       28                2.4
met5                  164         0.0216        -              0.078
-- cells by family after synthesis --
| logic type | share of synthesized area [%] |
|---|---|
| mux | 5.16 |
| flops | 25.7 |
| xor+xnor | 4.66 |
| fa+ha+maj | 37.4 |
| other cells | 0.00572 |
| buf+inv | 8.69 |
| simple gates | 12.5 |
| compound gates | 5.90 |
